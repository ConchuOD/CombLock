--- ./config.mk ---
export PLATFORM = sky130hd
export DESIGN_NAME = hex2seg
export DESIGN_NICKNAME = hex2seg
export VERILOG_FILES = /design/flow/design.v
export SDC_FILE = /design/flow/constraint.sdc
export NUM_CORES = 4
export LEC_CHECK = 1
export CORE_AREA = 10 10 70 70
export DIE_AREA = 0 0 80 80
--- ./constraint.sdc ---
current_design hex2seg

set clk_period 1.4
set clk_io_pct 0.2

create_clock -name clk0 -period $clk_period

set non_clock_inputs [all_inputs -no_clocks]
set_input_delay [expr $clk_period * $clk_io_pct] -clock clk0 $non_clock_inputs
set_output_delay [expr $clk_period * $clk_io_pct] -clock clk0 [all_outputs]
--- ./design.v ---
module hex2seg (
   input [3:0] number,       
   output reg [6:0] pattern );       
   always @ (number)
      case(number)
         4'h0:  pattern = 7'b0000001;   
         4'h1:  pattern = 7'b1001111;   
         4'h2:  pattern = 7'b0010010;
         4'h3:  pattern = 7'b0000110;
         4'h4:  pattern = 7'b1001100;
         4'h5:  pattern = 7'b0100100;
         4'h6:  pattern = 7'b0100000;
         4'h7:  pattern = 7'b0001111;
         4'h8:  pattern = 7'b0000000;
         4'h9:  pattern = 7'b0000100;
         4'hA:  pattern = 7'b0001000;
         4'hB:  pattern = 7'b1100000;
         4'hC:  pattern = 7'b0110001;
         4'hD:  pattern = 7'b1000010;
         4'hE:  pattern = 7'b0110000;
         4'hF:  pattern = 7'b0111000;   
      endcase   
endmodule 
--- ./run.sh ---
#!/bin/bash
# OpenROAD 26Q1-2900-gdf79404cd8, Yosys 0.63+post, stock flow scripts
make -C /OpenROAD-flow-scripts/flow DESIGN_CONFIG=/design/flow/config.mk WORK_HOME=/design/flow/orfs finish
==> reports/qor.csv <==
stage;metric;value;unit
routing;drt total wl;999;um
placed_design;Placer Congestion;0.7513;
power_and_ir_drop;P_leak;0.2775;nW
global_route;initial antenna violation count;0;
final_timing;Tcrit/Tclk final;110.8;%
yosys;Seq/Total Area, Yosys;0;%
layout;Register Area;0;sq um
routing;Final ANT Viol Nets;0;
run;max-cap violation count;0;
power_and_ir_drop;power per cell area;272.1;nW/um^2
layout;# fillers;368;
yosys;Unique cell types;13;
layout;layout cells sized above 1;71.93;%
placed_design;Post-Place Worst Slack;-905.9;ps
routing;wire length per cell;9.699;um
final_timing;Rel. slew slack;86.52;%
critical_path;Worst setup EP type;primary output;
routing;vias;322;
yosys;top cells by count;7 x ha_1, 6 x mux2i_1, 5 x nor2_1;
yosys;cell taking the most area after synthesis;ha_1;
yosys;Netlist Area Pre-Place;269.0;sq um
global_route;grt met1 use;3.309;%
critical_path;critical path class;in -> out;
run_status;failing checks;setup timing;
global_route;largest net degree at the start of global routing;11;
final_timing;worst slew pin tran;196.6;ps
die;Die Height;80;um
critical_path;nature of the critical path startpoint;input pin;
die;Pre-Place Util;7.875;%
routing;First-pass DRT Iterations;2;
final_timing;final hold vios;0;
yosys;area share of the largest cell type after synthesis;32.56;%
layout;Area Growth Syn to Fin;143.3;%
final_timing;PnR worst setup slack;-151.7;ps
die;Site Rows;21;
yosys;Gate Count Post-Synth;33;
critical_path;Max Fanout on Critical Path;5;
die;die width;80;um
layout;Layout clock buffers;0;
routing;number of diodes;0;
final_timing;min Tclk post-route;1552;ps
worst_hold_path;Min-Delay Path Class;in -> out;
global_route;global-route wire length before repair;1.511;mm
global_route;GRT Residual Overflow;0;
power_and_ir_drop;Pwr Total;0.1781;mW
global_route;met2 GRT Util;5.136;%
power_and_ir_drop;Max IR drop VDD;0.05060;mV
yosys;yosys stat area;269.0;sq um
routing;initial DRC count;2;
die;# IOs;11;
yosys;ys cells;33;
critical_path;WP data required;1120;ps
routing;DRC viols;0;
placed_design;port buffer count;11;
yosys;Avg Inst Size Synth;8.152;sq um
layout;FFs & Latches;0;
run_status;status;finished with violations;
final_timing;Setup Viol. Count Final;3;
routing;DR vias/cell;3.126;
yosys;most frequent cell after synthesis;ha_1;
global_route;vias in the first global route;346;
final_timing;max-slew violation count;0;
global_route;grt peak-use layer;met2;
critical_path;Worst Path Arrival;1270;ps
global_route;M3 GR Usage;0.3409;%
die;die area;6400;sq um
placed_design;Post-DP HPWL;601.4;um
run;tool warning count;40;
yosys;Post-synth area hogs;ha_1 33%, mux2i_1 22%, mux4_2 8.4%;
layout;Combinational Area;341.6;sq um
final_timing;RSZ-0062 raised after global routing;true;
die;Core Box Area;3416;sq um
global_route;gr usage total;2.705;%
yosys;yosys warns;1;
final_timing;fmax;644.5;MHz
==> stage by stage <==
step                      util, %  hold WS (ps)  cells  cell area (sq um)  TNS, ps
after floorplan                 -         660.1     33              269.0        0
after global placement      14.10          1646     96              481.7    -5458
after detailed placement    14.10          1668     96              481.7    -5452
after CTS                   17.77          1016    102              606.8   -135.3
after global routing        19.16          1030    103              654.4   -412.7
final                       19.16         995.0    103              654.4   -240.5
==> placed cells by master, fill, tap and decap left out, drive strengths merged <==
cell            n
nand2b          2
nand2           1
o21ai           2
buf            24
mux2i           6
o211ai          1
a21oi           2
nor2            5
clkbuf          1
ha              7
inv             3
clkdlybuf4s15   1
mux4            1
a32o            1
==> final cells by class <==
class	count	area share, %
Multi-Input combinational cell	28	52.20
Timing Repair Buffer	26	36.14
Tap cell	46	8.795
Inverter	3	2.868
==> critical path, cell delays in order <==
cell,delay [ps]
buf_8,110
buf_6,130
ha_2,170
mux4_2,450
buf_2,130
==> layer usage <==
metal | vias up | wire (um)
li1 | 165 | -
met1 | 149 | 434
met2 | 8 | 522
met3 | 0 | 41
met4 | 0 | 0
met5 | - | 0
==> kinds of logic after synthesis <==
kind of cell             share of synthesized area [%]
AND-OR/OR-AND                                    13.95
adder cells (fa/ha/maj)                          32.56
buffers and inverters                            9.766
multiplexers                                     30.70
AND/OR/NAND/NOR                                  13.02
==> path summary, 6_finish.rpt <==
kind                   from         end  slack (ps)  cells after the start
setup / recovery  number[1]  pattern[3]        -150                      5
hold / removal    number[3]  pattern[5]        1000                      3
==> report_power, final <==
part,internal [mW],switching [mW]
logic,0.105,0.0730
registers,0,0
clock network,0,0
total,0.105,0.0730
==> timing repair <==
item | in CTS | in global routing
gates cloned | 0 | 1
pin swaps | 8 | 4
buffers inserted | 6 | 0
resized | 63 | 7
hold buffers | 0 | 0
setup endpoints to repair | 7 | 5
Power and IR drop assume default switching activity.
