==> design.v <==
module displayInterface (
    input [15:0] value,
    input clock, reset,
    input [3:0] point,
    output reg [7:0] segment, 
    output reg [7:0] digit
    );
reg [1:0] countOutput, nextCount;
reg [3:0] rawSeg;
wire [6:0] segSeven;
reg [10:0] enableCountNext, enableCount;
wire enableReg;
reg radixOut;
always @ (posedge clock)
begin
    enableCount <= enableCountNext;
end
always @ (*)
begin
    if(reset) enableCountNext = 11'd0;
    else enableCountNext = enableCount + 1'b1;
end
assign enableReg = (enableCount == 11'd0)? 1'b1 : 1'b0;
always @ (posedge clock)
begin
    countOutput <= nextCount;
end
always @ (*)
begin
    if(reset) nextCount = 2'd0;
    else if (enableReg) nextCount = countOutput +1'b1;
    else nextCount = countOutput;
end
always @ (countOutput)
begin
    case(countOutput)
        2'b00: digit = 8'b11111110;
        2'b01: digit = 8'b11111101;
        2'b10: digit = 8'b11111011;
        2'b11: digit = 8'b11110111;
    endcase
end
always @ (countOutput, value)
begin
    case(countOutput)
        2'b00: rawSeg = value[3:0];
        2'b01: rawSeg = value[7:4];
        2'b10: rawSeg = value[11:8];
        2'b11: rawSeg = value[15:12];
    endcase
end
hex2disp hexSeg(
    .number(rawSeg), 
    .pattern(segSeven)
    );
always @ (countOutput, point)
begin
    case(countOutput)
        2'b00: radixOut = point[0:0];
        2'b01: radixOut = point[1:1]; 
        2'b10: radixOut = point[2:2];
        2'b11: radixOut = point[3:3];
    endcase
end
always @ (*)
begin
segment = {  segSeven[6:0], radixOut };
end
endmodule
module hex2disp (
   input [3:0] number,       
   output reg [6:0] pattern );       
   always @ (number)
      case(number)
         4'h0:  pattern = 7'b0000001;   
         4'h1:  pattern = 7'b1111110;   
         4'h2:  pattern = 7'b0011000;   
         4'h3:  pattern = 7'b0001000;   
         4'h4:  pattern = 7'b0100100;   
         4'h5:  pattern = 7'b0111000;   
         4'h6:  pattern = 7'b1111001;   
         4'h7:  pattern = 7'b1110001;   
         4'h8:  pattern = 7'b0001001;   
         4'h9:  pattern = 7'b0110000;   
	     default: pattern = 7'b1111111;  
      endcase   
endmodule 
==> run.sh <==
#!/bin/bash
# OpenROAD 26Q1-2900-gdf79404cd8, Yosys 0.63+post, stock flow scripts
make -C /OpenROAD-flow-scripts/flow DESIGN_CONFIG=/design/flow/config.mk WORK_HOME=/design/flow/orfs finish
==> config.mk <==
export PLATFORM = sky130hd
export DESIGN_NAME = displayInterface
export DESIGN_NICKNAME = displayInterface
export VERILOG_FILES = /design/flow/design.v
export SDC_FILE = /design/flow/constraint.sdc
export NUM_CORES = 4
export LEC_CHECK = 1
export CORE_AREA = 10 10 85 85
export DIE_AREA = 0 0 95 95
==> constraint.sdc <==
current_design displayInterface

set clk_period 4.2
set clk_io_pct 0.2

create_clock -name clk0 -period $clk_period [get_ports {clock}]

set non_clock_inputs [all_inputs -no_clocks]
set_input_delay [expr $clk_period * $clk_io_pct] -clock clk0 $non_clock_inputs
set_output_delay [expr $clk_period * $clk_io_pct] -clock clk0 [all_outputs]
==> job_summary.md <==
## PnR job results

| Metric | Value |
|---|---|
| Outcome | completed |
| Slew @ Worst Pin | 0.5773 ns |
| Clk buf depth | 2 |
| Yosys cell count | 118 |
| Post_cts resized | 0 |
| Max-area cell share | 0.2684 |
| DRT iter0 DRCs | 72 |
| CP max FO | 3 |
| Worst min path class | flip-flop to flip-flop |
| Pin count of the biggest net entering global routing | 14 |
| Total Wirelength | 2432 µm |
| Tmin final | 3.721 ns |
| Total GRT Usage | 0.04987 |
| Final core utilization | 0.2561 |
| Synth cell types | 33 |
| DP Wirelength | 1906 µm |
| GPL Wtd Cong | 0.8476 |
| WL/cell | 10.86 µm |
| Die width | 95 µm |
| Setup violators final | 0 |
| CTS tree | built |
| Placed Cells | 220 |
| Initial antenna violation count | 0 |
| Gate Count Post-Synth | 118 |
| DP Area | 1356 µm² |
| Data required time of the worst path | 3.36 ns |
| Post-route ant nets | 0 |
| Max Freq | 0.2687 GHz |
| Area grow syn2layout | 44.52% |
| CTS buffer count | 3 |
| Startpoint Class | input port |
| Core ar. | 5473 µm² |
| Fraction of layout cells with a size suffix above 1 | 0.06579 |
| Ys Warns | 2 |
| Fin area | 1401 µm² |
| Post-synth seq share | 0.2684 |
| H-tree lvl count | 1 |
| Max cap viols | 0 |
| Comb power frac | 0.546 |
| Clk network pwr share | 0.202 |
| Pleak | 0.5450 nW |
| Layout Skew | 0.001976 ns |
| Slew HR | 0.6151 |
| Switching part of the total power | 0.3028 |
| Fin Setup TNS | 0 ns |
| Ys flops | 13 |
| Vias per cell | 3.911 |
| Diodes inserted | 0 |
| Crit Path Category | input port to primary output |
| Site Rows | 27 |
| Log Warnings | 32 |
| Mapped cell area | 969.7 µm² |
| Vias in the first global route | 854 |
| Cell area leaders | dfxtp_1, ha_1, nor2_1, xnor2_1, xor2_1 |
| Switch Pwr | 0.1631 mW |
| RSZ-0062 raised after global routing | false |
| Final Hold Fails | 0 |
| Clk sinks | 13 |
| CTS Hold Bufs | 0 |
| Syn Area/Cell | 8.218 µm² |
| Tcrit/Tclk final | 0.8860 |
| DRT Pass-1 Iters | 4 |
| Worst-path clk slew | 0.05 ns |
| Root buffer cell | clkbuf_8 |
| Power density of the placed cells | 384.4 nW/µm² |
| VDD IR-drop max | 0.1374 mV |
| Internal Pwr Total | 0.3756 mW |
| Post-CTS Setup Repair Bufs | 0 |
| Port-buffer cells | 33 |
| Yosys chip area | 969.7 µm² |
| Worst EP arrival | 2.88 ns |
| Final non-filler cell total | 224 |
| Vias post-DR | 876 |
| Yosys top cell by area | dfxtp_1 |
| Pins over their slew limit | 0 |
| Clk latency of the worst-skew pair | 0.24 ns |
| Chip Height | 95 µm |
| Worst Setup End Kind | primary output |
| Die ar. | 9025 µm² |
| FP Core Util | 0.1772 |
| Global-route wire length before repair | 3822 µm |
| Number of remaining DRC errors | 0 |
| GRT Residual Overflow | 0 |
| Sequential share of power | 0.252 |
| Num ports | 38 |
sequential cells by signal, indices dropped and copies added, names as in the netlist:
register / count
countOutput: 2
enableCount: 11
Yosys cell counts:
cell type,number
and3_1,1
and3_4,1
nor3_2,1
or3_1,1
o21ai_1,1
buf_1,1
mux2_4,1
and2_1,1
nand4_1,2
xnor2_1,5
ha_1,10
buf_6,1
a22oi_1,5
nor2_1,17
nor2b_1,2
a21oi_1,6
and4_1,1
inv_1,10
xor2_1,5
nor3_1,4
nand3_1,4
buf_4,5
nand2_1,6
conb_1,1
inv_2,1
a222oi_1,3
mux2_2,2
o2bb2ai_1,1
nor4_1,1
mux2i_1,3
o21ai_0,1
dfxtp_1,13
nor4b_1,1
placed cells by master, fill, tap and decap left out, drive strengths merged, types with 4 or more instances in the layout:
cell type / netlist / layout
clkdlybuf4s50: 0 / 33
nor2: 17 / 17
dfxtp: 13 / 13
inv: 11 / 11
ha: 10 / 10
a21oi: 6 / 6
nand2: 6 / 6
a22oi: 5 / 5
xnor2: 5 / 5
xor2: 5 / 5
nor3: 5 / 5
nand3: 4 / 4
conb: 1 / 4
clkbuf: 0 / 4
power groups by stage:
stage	Sequential [mW]	Combinational (mW)	Clock (mW)
CTS	0.136	0.300	0.112
global route	0.138	0.324	0.121
finish	0.136	0.294	0.109
routing by layer:
layer | track usage | part of all wire | up-vias
li1 | - | - | 467
met1 | 0.06833 | 0.49 | 375
met2 | 0.07666 | 0.40 | 34
met4 | 0.004988 | 0 | 0
met3 | 0.01763 | 0.11 | 0
met5 | 0 | 0 | -
worst paths after layout:
path                                     start  cells past startpoint             end  slack (ns)
worst max-delay path                  value[4]                      8      segment[4]        0.48
worst min-delay path            enableCount[0]                      1  enableCount[0]        0.47
worst max register to register  enableCount[0]                      6  countOutput[0]        2.85
worst min register to register  enableCount[0]                      1  enableCount[0]        0.47
area by class of cell:
type | count | area, µm²
Fill cell | 596 | 4071
Clock buffer | 4 | 45.04
Sequential cell | 13 | 260.3
Tap cell | 72 | 90.09
Inverter | 11 | 41.29
Timing Repair Buffer | 34 | 337.8
Multi-Input combinational cell | 90 | 626.9
cells by family (layout without fill, tap and decap cells):
kind of cell	count (synthesis)	after routing	synth area share
AOI/OAI and AO/OA	17	17	0.1200
xor gates and xnor gates	10	10	0.09032
adders and majority gates	10	10	0.1290
buffers and inverters	18	49	0.09677
DFF	13	13	0.2684
muxes	6	6	0.06967
other	1	4	0.003867
and+or+nand+nor	43	43	0.2219
critical path, stage by stage:
cell and delay, ns:
clkdlybuf4s50_1 0.41, a22oi_1 0.18, nand2_1 0.07, mux2_2 0.29
ha_1 0.20, mux2_2 0.26, a22oi_1 0.13, clkdlybuf4s50_1 0.50
per-stage QoR:
stage | hold WS, ns | setup slack (ns) | power [mW]
after floorplan | 0.4412 | 1.512 | 0.2988
after global placement | 0.4587 | 0.4728 | 0.4366
after detailed placement | 0.4723 | 0.4664 | 0.4370
after CTS | 0.4834 | 0.4666 | 0.5480
after global routing | 0.5265 | 0.3614 | 0.5826
final | 0.4743 | 0.4790 | 0.5387
Power is estimated from default activity; no workload was simulated.
