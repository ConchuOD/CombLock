**./design.v**
```verilog
module control (
    input clock, reset,
    input newKey,
    input [4:0] keyCode,
    input switch,
    output reg eLED, unlock,
    output reg [3:0] radixVal,
    output reg [15:0] dispVal    
    );
reg [11:0] currentState, nextState;  
wire  continu;
reg counterReset, enable;
localparam  STATE_IDLE       = 12'b0000_0000_0001,  
            STATE_1WRONG     = 12'b0000_0000_0010,  
            STATE_2WRONG     = 12'b0000_0000_0100,  
            STATE_3WRONG     = 12'b0000_0000_1000,  
            STATE_4WRONG     = 12'b0000_0001_0000,  
            STATE_1CORRECT   = 12'b0000_0010_0000,  
            STATE_2CORRECT   = 12'b0000_0100_0000,  
            STATE_3CORRECT   = 12'b0000_1000_0000,  
            STATE_4CORRECT   = 12'b0001_0000_0000,  
            STATE_WAIT_ERROR = 12'b0010_0000_0000,  
            STATE_UNLOCKED   = 12'b0100_0000_0000,  
            STATE_OPEN       = 12'b1000_0000_0000;  
always @ (posedge clock)
begin
    currentState <= nextState;
end
always @ ( * )
begin
    if(reset) nextState = STATE_IDLE;  
    else
    begin
        case (currentState)
            STATE_IDLE:
            begin
                if(newKey==1'b1)
                begin
                    if(keyCode==5'b10001) 
                    begin
                    nextState = STATE_1CORRECT;
                    end
                    else if(keyCode==5'b01100 || keyCode==5'b00100)  
                    begin
                    nextState = STATE_IDLE;
                    end
                    else
                    begin
                    nextState = STATE_1WRONG;  
                    end 
                end
                else
                begin
                nextState = STATE_IDLE;
                end
            end
            STATE_1WRONG:
            begin
                if(newKey==1'b1)
                begin
                    if(keyCode==5'b01100)  
                    begin
                    nextState = STATE_IDLE;
                    end
                    else if(keyCode==5'b00100) 
                    begin
                    nextState = STATE_WAIT_ERROR;
                    end
                    else
                    begin
                    nextState = STATE_2WRONG;
                    end
                end 
                else
                begin
                nextState = STATE_1WRONG;
                end
            end
            STATE_2WRONG:
            begin
                if(newKey==1'b1)
                begin
                    if(keyCode==5'b01100)  
                     begin
                     nextState = STATE_IDLE;
                     end
                     else if(keyCode==5'b00100) 
                     begin
                     nextState = STATE_WAIT_ERROR;
                     end
                     else
                     begin
                     nextState = STATE_3WRONG;
                     end
                end 
                else
                begin
                nextState = STATE_2WRONG;
                end
            end
            STATE_3WRONG:
            begin
                if(newKey==1'b1)
                begin
                    if(keyCode==5'b01100) 
                     begin
                     nextState = STATE_IDLE;
                     end
                     else if(keyCode==5'b00100) 
                     begin
                     nextState = STATE_WAIT_ERROR;
                     end
		     else if(keyCode==5'b01100) 
                     begin
                     nextState = STATE_IDLE;
                     end
                     else
                     begin
                     nextState = STATE_4WRONG;
                     end
                end 
                else
                begin
                nextState = STATE_3WRONG;
                end
            end
            STATE_4WRONG:
            begin
                if(newKey==1'b1)
                begin
                    if(keyCode==5'b01100) 
                     begin
                     nextState = STATE_IDLE;
                     end
                     else if(keyCode==5'b00100) 
                     begin
                     nextState = STATE_WAIT_ERROR;
                     end
                     else
                     begin
                     nextState = STATE_4WRONG;
                     end
                end 
                else
                begin
                nextState = STATE_4WRONG;
                end
            end
            STATE_WAIT_ERROR:
            begin
                if(continu)
                begin
                nextState = STATE_IDLE;
                end
                else
                begin nextState = STATE_WAIT_ERROR;
                end
            end
            STATE_1CORRECT:
            begin
                if(newKey==1'b1)
                begin
                    if(keyCode==5'b10000) 
                    begin
                    nextState = STATE_2CORRECT;
                    end
                    else if(keyCode==5'b01100) 
                    begin
                    nextState = STATE_IDLE;
                    end
                    else if(keyCode==5'b00100) 
                    begin
                    nextState = STATE_WAIT_ERROR;
                    end
                    else
                    begin
                    nextState = STATE_2WRONG;
                    end  
                end
                else
                begin
                nextState = STATE_1CORRECT;
                end
            end
            STATE_2CORRECT:
            begin
                if(newKey==1'b1)
                begin
                    if(keyCode==5'b10001)  
                    begin
                    nextState = STATE_3CORRECT;
                    end
                    else if(keyCode==5'b01100) 
                    begin
                    nextState = STATE_IDLE;
                    end 
                    else if(keyCode==5'b00100) 
                    begin
                    nextState = STATE_WAIT_ERROR;
                    end                   
                    else
                    begin
                    nextState = STATE_3WRONG;
                    end   
                end
                else
                begin
                nextState = STATE_2CORRECT;
                end
            end
            STATE_3CORRECT:
            begin
                if(newKey==1'b1)
                begin
                    if(keyCode==5'b10000) 
                    begin
                    nextState = STATE_4CORRECT;
                    end
                    else if(keyCode==5'b01100) 
                    begin
                    nextState = STATE_IDLE;
                    end  
                    else if(keyCode==5'b00100) 
                    begin
                    nextState = STATE_WAIT_ERROR;
                    end                  
                    else
                    begin
                    nextState = STATE_4WRONG;
                    end   
                end
                else
                begin
                nextState = STATE_3CORRECT;
                end
            end
            STATE_4CORRECT:
            begin
                if(newKey==1'b1)
                begin
                     if(keyCode==5'b00100) 
                     begin
                     nextState = STATE_UNLOCKED;
                     end
                     else if(keyCode==5'b01100) 
                     begin
                     nextState = STATE_IDLE;
                     end
                     else
                     begin
                     nextState = STATE_4CORRECT; 
                     end
                 end
                 else
                 begin
                 nextState = STATE_4CORRECT;
                 end
            end
            STATE_UNLOCKED:
            begin
                if(~switch)
                begin
                nextState = STATE_OPEN;
                end
                else if(continu)
                begin
                nextState = STATE_IDLE;
                end
                else
                begin
                nextState = STATE_UNLOCKED;
                end
            end
            STATE_OPEN:
            begin
                if(switch)
                begin
                nextState = STATE_IDLE;
                end
                else
                begin
                nextState = STATE_OPEN;
                end
            end
            default:
            begin
                nextState = STATE_IDLE;  
            end     
        endcase
    end
end
always @ (currentState)
begin
    if(currentState==STATE_IDLE)  
    begin
        dispVal = 16'b1111_1111_1111_1111;
        radixVal = 4'b0000;
        eLED = 1'b0;
        unlock = 1'b0;
        counterReset = 1'b1;
    end
    else if(currentState==STATE_1WRONG || currentState==STATE_1CORRECT)  
    begin
        dispVal = 16'b1111_1111_1111_0001;
        radixVal = 4'b1111;
        eLED = 1'b0;
        unlock = 1'b0;
        counterReset = 1'b0;
    end
    else if(currentState==STATE_2WRONG || currentState==STATE_2CORRECT)  
    begin
        dispVal = 16'b1111_1111_0001_0001;
        radixVal = 4'b1111;
        eLED = 1'b0;
        unlock = 1'b0;
        counterReset = 1'b0;
    end
    else if(currentState==STATE_3WRONG || currentState==STATE_3CORRECT)  
    begin
        dispVal = 16'b1111_0001_0001_0001;
        radixVal = 4'b1111;
        eLED = 1'b0;
        unlock = 1'b0;
        counterReset = 1'b0;
    end
    else if(currentState==STATE_4WRONG || currentState==STATE_4CORRECT)  
        begin
            dispVal = 16'b0001_0001_0001_0001;
            radixVal = 4'b1111;
            eLED = 1'b0;
            unlock = 1'b0;
            counterReset = 1'b0;
        end
    else if(currentState==STATE_WAIT_ERROR)
    begin
        dispVal = 16'b0101_0011_0110_0111;  
        radixVal = 4'b1111;
        eLED = 1'b1;
        unlock = 1'b0;
        counterReset = 1'b0;
    end
    else if(currentState==STATE_UNLOCKED)
    begin
        dispVal = 16'b0010_0011_0100_0100;  
        radixVal = 4'b1111;
        eLED = 1'b0;
        unlock = 1'b1;
        counterReset = 1'b0;
    end
    else if(currentState==STATE_OPEN)
    begin
        dispVal = 16'b0000_0010_1001_1000;  
        radixVal = 4'b1111;
        eLED = 1'b0;
        unlock = 1'b0;
        counterReset = 1'b0;
    end
    else
    begin
        dispVal = 16'b1111_1111_1111_1111;  
        radixVal = 4'b0000;
        eLED = 1'b0;
        unlock = 1'b0;
        counterReset = 1'b0;
    end
end
always @ (unlock, eLED)
begin
    if(eLED == 1'b1 || unlock == 1'b1)
       begin
       enable = 1'b1;
       end
    else
      begin
      enable = 1'b0;
      end
end
    pulseGenerator delay5sec1 (.clock(clock),        
                              .run(enable),          
                              .reset(reset),       
                              .pulse(continu),      
                              .counterReset(counterReset)
                              );
endmodule
module pulseGenerator(
	input clock,
	input reset,
	input run,
	input counterReset,
	output reg pulse
	);
reg [25:0] count;
reg [25:0] countNext;
always @ (posedge clock)
begin
    count <= countNext;
end
always @ (*)
begin
    if(reset || counterReset)  
    begin 
        countNext = 25'd0;
        pulse = 1'b0;
    end
    else if(run)
    begin
        if (count == 25'd24_999_999)
        begin
            countNext = 25'b0;
            pulse = 1'b1;
        end
        else
        begin
            countNext = count + 1'b1;
            pulse = 25'b0;
        end
    end
    else
    begin
        countNext = count;
        pulse = 1'b0;
    end
end
endmodule
```
**./run.sh**
```bash
#!/bin/bash
# OpenROAD 26Q1-2900-gdf79404cd8, Yosys 0.63+post, stock flow scripts
make -C /OpenROAD-flow-scripts/flow DESIGN_CONFIG=/design/flow/config.mk WORK_HOME=/design/flow/orfs finish
```
**./config.mk**
```make
export PLATFORM = sky130hd
export DESIGN_NAME = control
export DESIGN_NICKNAME = control
export VERILOG_FILES = /design/flow/design.v
export SDC_FILE = /design/flow/constraint.sdc
export NUM_CORES = 4
export LEC_CHECK = 1
export CORE_UTILIZATION = 40
```
**./constraint.sdc**
```tcl
current_design control

set clk_period 4.7
set clk_io_pct 0.2

create_clock -name clk0 -period $clk_period [get_ports {clock}]

set non_clock_inputs [all_inputs -no_clocks]
set_input_delay [expr $clk_period * $clk_io_pct] -clock clk0 $non_clock_inputs
set_output_delay [expr $clk_period * $clk_io_pct] -clock clk0 [all_outputs]
```
==> impl_metrics.yaml <==
# synthesis and place-and-route metrics
synth:
  top_area_cell: "dfxtp_1"
  yosys_cells: 247
  async_reset_ff_share_pct: 0
  ys_ff: 38
  top_cell_area_share_pct: 37.0
  ys_area_sq_um: 2060
  synth_seq_share_pct: 37.0
  netlist_instances: 247
  edf_count: 0
  synth_warnings: 2
  synthesis.area_sq_um: 2060
  synth_cell_types: 47
  avgSynthCellArea_sq_um: 8.33
  area_leaders: "dfxtp_1 37%, xor2_1 6.8%, nor2_1 5.7%, nand4_1 3.6%, a21oi_1 3.4%"
  ff_type: "dfxtp_1"
drt:
  vias: 1804
  dr.pass1.iters: 4
  drc: 0
  detail-route-antenna-nets: 0
  routed_wl_mm: 4.56
  wl_per_cell_um: 13.5
  drt-vias-per-instance: 5.34
  drtIter0Drc: 86
  diodes: 0
placement:
  place_area_sq_um: 2330
  dp_cells: 330
  dpl.hpwl_mm: 3.31
  port_buffers: 30
  dp_slack_ns: 1.56
  place.gp.congestion: 0.883
power:
  power.leakage_nw: 0.821
  total_power_mw: 0.649
  powerDensity_nw_per_um2: 266
  irDropWorstVdd_v: 0.000170
worst_setup_path:
  cp_data_required_time_ns: 3.76
  critPathKind: "reg2out"
  crit_fanout: 10
  end_kind: "output port"
  start_kind: "flop"
  critPathArrivalTime_ns: 2.52
sta:
  fin_worst_skew_ns: 0.00791
  report.final.slew_viol_count: 0
  maxSlewHeadroom_pct: 59.1
  finalHoldViolCount: 0
  hold_ws_ns: 0.485
  setup_viol: 0
  fin_crit_sh_pct: 73.5
  period_needed_ns: 3.46
  setup_slack_ns: 1.24
  tns_ns: 0
  rsz0062_at_grt: "no"
  worst_slew_pin_slew_ns: 0.612
  max_freq_mhz: 289
die:
  fp-utilization_pct: 42.5
  ios: 31
  fp-row-count: 25
  dieHeight_um: 73.7
  die_w_um: 73.7
  dieArea_sq_um: 5440
  coreArea_sq_um: 4850
final_layout:
  final_cells: 338
  fillers: 470
  design_area_sq_um: 2440
  area_delta_synth_final_pct: 18.7
  finish.utilization_pct: 50.4
  layout-drive-gt1-share_pct: 6.27
cts:
  clkTransAtPathRegs_ns: 0.08
  cts-resized-gates: 0
  tritoncts: "done"
  cts_hold_buf: 0
  cts_root_buffer: "clkbuf_8"
  clkLatencyLatePin_ns: 0.28
  postCtsSetupRepairBufs: 0
  cts_buffer_depth: 2
  htree_levels: 2
  cts_made_buffers: 5
  cts.sinks: 38
grt:
  grt_pass1_vias: 1656
  grt_overflow: 0
  track_usage_pct: 18.9
  grt_pass1_wl_mm: 7.75
  grt_max_degree: 18
  antenna_found_initial: 0
run_status:
  status: "completed"
job:
  max-cap-violations: 0
  tool_warnings: 25
min_path:
  min-delay-path-class: "reg2reg"
sequential cells by signal, summed over array words and instances, names as in the netlist:
| signal | flops |
|---|---|
| currentState | 12 |
| delay5sec1.count | 26 |
power breakdown:
group / switching (mW) / internal (mW) / total (mW)
logic: 0.0251 / 0.0248 / 0.0499
registers: 0.00536 / 0.324 / 0.329
clock network: 0.111 / 0.158 / 0.270
area by class of cell:
| cell class | instances | area [sq um] | share of cell area [%] |
|---|---|---|---|
| clock buffers | 6 | 72.6 | 2.97 |
| inverters | 4 | 15.0 | 0.615 |
| well taps | 67 | 83.8 | 3.43 |
| clock inverters | 2 | 37.5 | 1.54 |
| repair buffers | 33 | 323 | 13.2 |
| flip-flops and latches | 38 | 761 | 31.1 |
| multi-input cells | 188 | 1150 | 47.1 |
cells by family after synthesis:
kind of cell | count (synthesis) | synth area share [%]
flops | 38 | 37.0
xor+xnor | 20 | 8.51
mux | 1 | 0.486
simple gates | 125 | 34.5
fa+ha+maj | 1 | 0.608
compound gates | 41 | 11.8
buf+inv | 21 | 7.17
cell usage in the layout, fill, tap and decap left out, types with 6 or more instances in the layout:
cell             count
xor2_1              16
clkdlybuf4s50_1     30
nand3_1             12
nand2_1             16
dfxtp_1             38
nand4_1             12
o21ai_0             13
a21oi_1             14
or3_1                9
nand2b_1             7
nor2_1              31
nor3_1               6
synthesized netlist by cell type (all sizes together) (4+ instances only):
cell	instances
xnor2	4
and4	4
nand4	12
nor4	7
nor2	32
dfxtp	38
nand2	16
a21oi	14
xor2	16
nand3	12
nor3	7
o21ai	13
or3	9
nand2b	7
inv	4
clkbuf	6
buf	11
metal layers:
layer  share of wire (%)  track usage (%)  vias up  routed length, um
li1                    -                -      930                  -
met1                  51             30.9      831               2300
met2                  44             26.7       41               1990
met3                 5.1             4.85        2                233
met4                0.55             1.50        0                 25
met5                   0                0        -                  0
critical path: stages (launching register included):
cell and delay, ns:
dfxtp_1 0.36, or4_1 0.74, nor3_4 0.46, and3b_1 0.23, clkdlybuf4s50_1 0.45
worst paths after layout:
path	startpoint	end	slack [ns]	depth (start not counted)
min	delay5sec1.count[21]	delay5sec1.count[21]	0.49	2
max reg2reg	currentState[7]	delay5sec1.count[7]	1.71	6
max	currentState[7]	unlock	1.24	4
min reg2reg	delay5sec1.count[21]	delay5sec1.count[21]	0.49	2
Power and IR drop assume default switching activity.
